===== flow/run.sh =====
#!/bin/bash
# OpenROAD 26Q1-2900-gdf79404cd8, Yosys 0.63+post, stock flow scripts
make -C /OpenROAD-flow-scripts/flow DESIGN_CONFIG=/design/flow/config.mk WORK_HOME=/design/flow/orfs finish

===== flow/config.mk =====
export PLATFORM = sky130hd
export DESIGN_NAME = ohs_pwm_l1
export DESIGN_NICKNAME = ohs_pwm_l1
export VERILOG_FILES = /design/flow/design.v
export SDC_FILE = /design/flow/constraint.sdc
export NUM_CORES = 4
export LEC_CHECK = 1
export CORE_UTILIZATION = 40

===== flow/constraint.sdc =====
current_design ohs_pwm_l1

set clk_period 4.0
set clk_io_pct 0.2

create_clock -name clk0 -period $clk_period [get_ports {aclk}]

set non_clock_inputs [all_inputs -no_clocks]
set_input_delay [expr $clk_period * $clk_io_pct] -clock clk0 $non_clock_inputs
set_output_delay [expr $clk_period * $clk_io_pct] -clock clk0 [all_outputs]

===== flow/design.v =====
`default_nettype none
module ohs_pwm_l1 (
	input wire aclk, 
	input wire resetn, 
	input wire [32-1:0] pwm_period,
	input wire [32-1:0] pwm_comparator,
	output reg [32-1:0] pwm_counter,
	output wire pwm
);
	always @(posedge aclk)
		if (!resetn || (pwm_counter >= pwm_period))
			pwm_counter <= {32{1'b0}};
		else 
			pwm_counter <= pwm_counter + 1;
	assign pwm = (pwm_counter < pwm_period)? 1'b1: 1'b0;
endmodule

==> ci_impl_report.md <==
## PnR job results

| Metric | Value |
|---|---|
| Status | completed |
| Pin count of the biggest net entering global routing | 33 |
| Area of the die | 5880 µm² |
| Max stage delay cell, worst path | clkdlybuf4s50_1 |
| Count of final setup violators | 0 |
| Max reg flops | 32 |
| Portion of synthesized cell area occupied by the leading cell type | 0.287 |
| Leakage power of the design | 1.30 nW |
| Initial DRT Pass Iterations | 4 |
| Total antenna diodes in the routed design | 0 |
| Count of flip-flops with a built-in enable after synthesis | 0 |
| Max-slew violation count | 0 |
| Largest area contributor in the netlist | dfxtp_1 |
| Number of maximum-capacitance violations | 0 |
| Register name with the most flops | pwm_counter |
| Cells after Synth | 272 |
| Total area of multi-input combinational cells | around 1500 µm² |
| Post-synthesis sequential area ratio | 0.287 |
| CTS buffer count | 5 |
| Distinct cell type count after synthesis | 31 |
| Worst-case clock buffer depth | 2 |
| Number of buffers inserted by hold repair at cts | 0 |
| Remaining number of nets flagged by the antenna check after routing | 0 |
| Final weighted congestion in routability-driven placement | just under 0.8 |
| FFs w/ async S/R, synth | 0 |
| Yosys stat cell total | approximately 270 |
| H-tree Lvls | 2 |
| Die width | roughly 77 µm |
| Cell count after placement | between 400 and 500 |
| Post-DP HPWL | 4190 µm |
| VDD IR-drop max | 0.150 mV |
| Number of I/O port buffers | between 60 and 70 |
| Yosys Warn Count | 1 |
| Reg-to-Reg Start | pwm_counter[2] |
| Number of rows created at floorplan | 26 |
| Crit path setup slack, layout | approximately 0.13 ns |
| Vias in the first global route | about 2000 |
| Routed vias/inst | 5.16 |
| Min-Delay Path Class | flip-flop to flip-flop |
| Hold Path Depth | 1 |
| Largest cells by area | dfxtp_1 29%, ha_1 18%, nor3_1 7.8% |
| Number of top-level pins | a little under 100 |
| Count of tool warnings | 57 |
| Cell Pwr Density | between 200 and 250 nW/µm² |
| Post-route cell area | 3100 µm² |
| Syn Area/Cell | between 8 and 9 µm² |
| Vertical die dimension | 76.7 µm |
| Max stage delay on crit path | 0.47 ns |
| Netlist area before placement | around 2200 µm² |
| Residual DRC count | 0 |
| Area post-placement | roughly 3000 µm² |
| Endpoints failing hold | 0 |
| GRT Total Usage | 0.201 |
| Rel. slew slack | 0.380 |
| Number of violations reported at the end of detailed-routing iteration 0 | about 88 |
| Arrival time at the worst endpoint | between 3 and 4 ns |
| Pre-CTS setup slack | -0.0209 ns |
| Register bit count reported by yosys | 32 |
| Path type of the worst setup path | primary input to output port |
| Total negative setup slack | 0 ns |
| Wire length of the first global-routing pass | about 9400 µm |
| Clock latency reported for the late side of the worst-skew pair | roughly 0.28 ns |
| Clock root buffer | clkbuf_8 |
| Area reported by Yosys stat | between 2000 and 2500 µm² |
| Vias after detailed routing | 2143 |
| Average wire per standard cell | ~13 µm |
| Worst Skew | ~0.0047 ns |
| Fin crit period | 3.87 ns |
| Buf/Inv on CP | 3 |
| Remaining global-route overflow | 0 |
| Cells on worst reg2reg path | 5 |
| Biggest registers after layout | pwm_counter: 32 flops |
| Slew at the pin closest to its max-slew limit | 0.922 ns |
| Count of fill cells added during filler insertion | 497 |
| F_max | between 0.2 and 0.3 GHz |
| Cell family with most CP delay | buffers and inverters |
| Critical Path Sink Type | output port |
| Terminating pin of the worst hold path | pwm_counter[0] |
| Flop-to-flop setup slack | approximately 1.8 ns |
| Total area of sequential cells | between 600 and 700 µm² |
| Critical Path, Cell by Cell | clkdlybuf4s50_1 -> inv_1 -> ha_1 -> a21oi_2 -> nand2_1 -> a221o_1 -> o31a_1 -> nor2_2 -> clkdlybuf4s50_1 |
| Capture instance of the worst register-to-register path | pwm_counter[31] |
| Routed wire length | ~5600 µm |
| Prevailing post-synth register cell | dfxtp_1 |
| Cell occurring most often along the worst timing path | clkdlybuf4s50_1 |
| Clock sink count | 32 |
| Top fanout value on the critical path | 3 |
| Tally of non-filler cells in the final layout | 415 |
| Core utilization before placement | 0.426 |
| Clock-pin slew of the registers on the worst-case setup and hold paths | ~0.070 ns |
| Antenna violations before repair | 0 |
| Layout-stage area growth over the synthesis result | 38.7% |
| Final period util | 0.967 |
| Kind of start point of the critical path | primary input |
| # Post-CTS Setup Buffers | 0 |
| Data required time at the worst endpoint | about 3.2 ns |
| Layout cells sized above 1 | 0.0609 |
| Worst Min Path Start | pwm_counter[0] |
| Area of the core | ~5200 µm² |
| Critical path origin | pwm_period[14] |
| CTS tree | built |
cell families after synthesis:
family	synth area share
AND-OR/OR-AND	0.0818
AND/OR/NAND/NOR	0.263
flip-flops	0.287
adder cells (fa/ha/maj)	0.185
XOR/XNOR	0.114
buffers and inverters	0.0689
metal layers:
metal,wire length [µm],vias up,share of wire,global-route usage
met5,0,-,0,0
met4,38,0,0.0068,0.0231
met3,217,4,0.039,0.0278
met2,2450,49,0.44,0.304
met1,2870,978,0.51,0.316
li1,-,1112,-,-
synthesized netlist by cell type, types with 2 or more instances:
cell      count
clkbuf_1      6
nor3_1       35
nor4_1        2
dfxtp_1      32
xnor2_1      10
inv_1        35
nand4_1      14
nor2_1        8
nand3_1      20
nand2_1      14
a21oi_1      13
a211oi_1      3
and3_1        3
nor4_2        2
or3_1         2
o21ai_0       6
ha_1         33
o211ai_1      2
and4_1        2
xor2_1       19
final cells by class:
cell class / count / area share
Sequential cell: 32 / 0.207
Multi-Input combinational cell: 199 / 0.469
Inverter: 35 / 0.0424
Tap cell: 70 / 0.0283
Timing Repair Buffer: 72 / 0.228
Clock inverter: 1 / 0.00162
Clock buffer: 6 / 0.0234
worst max-delay path by stage:
stage / endpoint / cells past startpoint
4_1_cts: pwm / 9
5_1_grt: pwm / 9
6_report: pwm / 9
where the power goes:
group	switching, W	internal [W]	total [W]	leakage (nW)
Combinational	0.0000307	0.0000501	0.0000809	0.999
Clock	0.000119	0.000118	0.000237	0.0410
Sequential	0.00000456	0.000321	0.000326	0.258
Total	0.000154	0.000490	0.000644	1.30
timing repair:
item                       in CTS  in global routing
setup endpoints to repair       1                  1
pin swaps                       0                  3
gates resized                   1                  5
cell usage in the layout, fill, tap and decap left out, types with 2 or more instances in the layout:
cell type         n
clkdlybuf4s50_1  66
inv_1            35
nor3_1           35
ha_1             33
dfxtp_1          32
nand3_1          20
xor2_1           19
nand2_1          14
nand4_1          14
a21oi_1          11
xnor2_1          10
nor2_1            7
buf_4             6
o21ai_0           5
clkbuf_8          5
a211oi_1          3
and3_1            3
a21oi_2           2
o211ai_1          2
nor4_1            2
and4_1            2
nor4_2            2
or3_1             2
metrics by stage:
step | util | hold WS, ns | total power [W]
floorplan | - | 0.456 | 0.000365
global placement | 0.573 | 0.537 | 0.000413
detailed placement | 0.573 | 0.539 | 0.000413
CTS | 0.588 | 0.553 | 0.000650
global route | 0.591 | 0.570 | 0.000677
finish | 0.591 | 0.554 | 0.000644
Power and IR drop assume default switching activity.
