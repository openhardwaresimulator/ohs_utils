--- design/flow/run.sh ---
#!/bin/bash
# OpenROAD 26Q1-2900-gdf79404cd8, Yosys 0.63+post, stock flow scripts
make -C /OpenROAD-flow-scripts/flow DESIGN_CONFIG=/design/flow/config.mk WORK_HOME=/design/flow/orfs finish
--- design/flow/constraint.sdc ---
current_design axi_ohs_pwm_l1_comm

set clk_period 3.1
set clk_io_pct 0.2

create_clock -name clk0 -period $clk_period [get_ports {s_axi_aclk}]

set non_clock_inputs [all_inputs -no_clocks]
set_input_delay [expr $clk_period * $clk_io_pct] -clock clk0 $non_clock_inputs
set_output_delay [expr $clk_period * $clk_io_pct] -clock clk0 [all_outputs]
--- design/flow/config.mk ---
export PLATFORM = sky130hd
export DESIGN_NAME = axi_ohs_pwm_l1_comm
export DESIGN_NICKNAME = axi_ohs_pwm_l1_comm
export VERILOG_FILES = /design/flow/design.v
export SDC_FILE = /design/flow/constraint.sdc
export NUM_CORES = 4
export LEC_CHECK = 1
export CORE_UTILIZATION = 30
--- design/flow/design.v ---
`default_nettype none
module axi_ohs_pwm_l1_comm (
	input wire s_axi_aclk, 
	input wire s_axi_aresetn, 
  input wire [4 - 1:0] s_axi_awaddr,
  input wire s_axi_awvalid,
	output wire s_axi_awready,
	input wire [32-1:0] s_axi_wdata,
	input wire [32/8-1:0] s_axi_wstrb,
	input wire s_axi_wvalid,
  output wire s_axi_wready,
	output wire [1:0] s_axi_bresp,
	output reg s_axi_bvalid,
	input wire s_axi_bready,
	input wire [4 - 1:0] s_axi_araddr,
  input  wire s_axi_arvalid,
  output wire s_axi_arready,
  output reg [32-1:0] s_axi_rdata,	
  output wire [1:0] s_axi_rresp,
	output reg s_axi_rvalid,
	input wire s_axi_rready,
	output reg [32-1:0] pwm_period,
	output reg [32-1:0] pwm_comparator,
	input wire [32-1:0] pwm_counter
);
	localparam ADDR_LSB = 2;  
	localparam ADDR_MSB = 4-ADDR_LSB;  
	function [32-1:0]	apply_wstrb;
		input	[32-1:0] prior_data;
		input	[32-1:0] new_data;
		input	[32/8-1:0] wstrb;
		integer	k;
		for(k=0; k<32/8; k=k+1)
		begin
			apply_wstrb[k*8 +: 8]
				= wstrb[k] ? new_data[k*8 +: 8] : prior_data[k*8 +: 8];
		end
	endfunction
	reg [1:0] axi_rresp;  
	reg [1 :0] axi_bresp;  
	reg axi_awready;  
	reg axi_bvalid;  
	wire [ADDR_MSB-1:0] axi_awaddr;  
	wire [ADDR_MSB-1:0] axi_araddr;  
	reg [32-1:0] axi_rdata;  
	reg axi_arready;  
	wire axi_read_ready;  
	wire [32-1:0] wskd_pwm_period;  
	wire [32-1:0] wskd_pwm_comparator;  
  always @(posedge s_axi_aclk )
    if (!s_axi_aresetn)
        axi_awready <= 1'b0;
    else
      axi_awready <= !axi_awready && (s_axi_awvalid && s_axi_wvalid) && (!s_axi_bvalid || s_axi_bready);
	assign s_axi_awready = axi_awready;
	assign s_axi_wready = axi_awready;
	assign	wskd_pwm_period = apply_wstrb(pwm_period, s_axi_wdata, s_axi_wstrb);
	assign axi_awaddr = s_axi_awaddr[4-1:ADDR_LSB];
	always @(s_axi_aclk)
	if (!s_axi_aresetn) begin
		pwm_period <= 0;
		pwm_comparator <= 0;
	end
	else 
		if (axi_awready)
			case(s_axi_awaddr)
				2'b00: pwm_period <= wskd_pwm_period;
				2'b01: pwm_comparator <= wskd_pwm_comparator;
			endcase
	assign axi_read_ready = (s_axi_arvalid && s_axi_arready);
	assign axi_araddr = s_axi_araddr[4-1:ADDR_LSB];
	always @(posedge s_axi_aclk)
		if (!s_axi_aresetn)
			axi_rdata <= {32{1'b0}};
		else 
			if (!s_axi_rvalid || s_axi_rready)
				case(axi_araddr)
					2'b00: s_axi_rdata	<= pwm_period;
					2'b01: s_axi_rdata	<= pwm_comparator;
					2'b10: s_axi_rdata	<= pwm_counter;
					default: s_axi_rdata <= {32{1'b0}};
				endcase
	assign s_axi_bresp = 2'b00;
	assign s_axi_rresp = 2'b00;
	always @(posedge s_axi_aclk)
		if (!s_axi_aresetn)
			s_axi_bvalid <= 1'b0;
		else 
			if (axi_awready)
				s_axi_bvalid <= 1'b1;
			else if (s_axi_bready)
				s_axi_bvalid <= 1'b0;
	always @(posedge s_axi_aclk)
		if (!s_axi_aresetn)
			s_axi_rvalid <= 1'b0;
		else 
			if (axi_read_ready)
				s_axi_rvalid <= 1'b1;
			else if (s_axi_rready)
				s_axi_rvalid <= 1'b0;
	assign s_axi_arready = !s_axi_rvalid;
endmodule
==> metrics.cfg <==
[status]
outcome=complete, no violations

[yosys]
top_area_share_pct=32.64
yosys_warnings=65
synth_area_mm2=0.002944
syn-instance-count=259
top_area_cell=edfxtp_1
ys_ff=67
syn_avg_cell_area_um2=11.37
synth.distinct_cells=21
ys_area_mm2=0.002944
ys_top_cells_by_area=edfxtp_1, mux2i_1, dlxtn_1
synth_stat.cells=259

[sta]
finalHoldViolCount=0
setup_viol=0
fin_setup_tns_ns=0
slew_headroom_pct=48.69
untimed_endpoints=64
skew_ns=0.006677
rsz0062_at_grt=no
slew_violations=0
max_freq_ghz=0.5163
period_needed_ns=1.937
period_used_pct=62.48
worst_slew_pin_slew_ns=0.7696
unclocked_regs=32

[grt]
grt_pass1_vias=2025
grt-ovfl-total=0
grt_usage_pct=13.27
grt_max_degree=37
grt_pass1_wl_um=10100
antenna_found_initial=0

[route]
top_layer_used=met4
dr_total_vias=2145
wl_met1_um=2804
post_drt_wl_per_cell_um=12.70
drcViolationCount=0
wl_met3_um=582
drt_pre_antenna_iters=3
antennaDiodeCount=0
totalWireLength_um=6758
detail_route.iter0.violations=18
vias_per_cell=4.032
dr_wl_met2_um=3256
antenna_left=0

[floorplan]
coreArea_mm2=0.009371
io-pin-count=188
fp_util_pct=31.42
chipArea_mm2=0.01021
num_rows=35
die_y_um=101.1
die_width_um=101.1

[power_and_ir_drop]
power.switching_mw=0.2694
total_power_mw=1.202
p_int_mw=0.9324
power_frac_comb_pct=25.0
vdd_ir_drop_max_mv=0.1352
cellPowerDensity_mw_per_mm2=271.1
switching_share_pct=22.41
pwr-share-clk_pct=25.6
seqPwrFrac_pct=49.5
power.leakage_nw=1.862

[worst_hold_path]
min_path_cells=2
hold_path_startpoint=s_axi_rvalid
min_path_type=register to register
min_to=s_axi_rvalid

[layout]
comb_area_mm2=0.001165
register_area_mm2=0.001501
layout_top_cells=clkdlybuf4s50_1, mux2i_1, conb_1
fin_cells=532
final_common_cell=clkdlybuf4s50_1
syn_to_final_growth_pct=50.57
fillers=871
drive_gt1_share_pct=3.474
fin_area_mm2=0.004433

[worst_setup_path]
start_kind=primary input
cp.arrival_ns=1.85
cp_data_required_time_ns=3.01
critPathMaxFanout=32
r2r_cells=2
crit_type=primary input to register
end_kind=register
r2r-end=s_axi_rdata[12]
startpoint=s_axi_rready
r2r_start=s_axi_rvalid
ff2ff_setup_slack_ns=1.64

[cts]
insertion_delay_ns=0.28
clk_pin_slew_ns=0.07
cts-root-buf=clkbuf_8
cts_htree_levels=2
cts_resized=0
cts_buffers=5
cts_tree=done
holdBufCountCts=0
post_cts.repair.setup_buffers=0
cts_max_path_buffers=2

[place]
place_hpwl_um=5056
gp_congestion=0.7559
port_buffers=149
placed_area_mm2=0.004355
placed_cells=525

[run]
warning_count=27
max-cap-violations=0

## cells by family after synthesis
logic type	share of synthesized area, %
AND/OR/NAND/NOR	12.28
multiplexers	21.76
buffers and inverters	14.07
flip-flops	34.68
latches	16.32
AND-OR/OR-AND	0.7649
other	0.1274
## synthesized netlist by cell type
library cell  instances
o21a_1                1
nand2b_1              2
dfxtp_1               3
mux2i_1              64
nand3_1               1
nor3_1                1
clkbuf_2              1
a21boi_0              2
conb_1                1
clkbuf_1              3
buf_12                3
nor2_1               32
buf_6                 1
buf_4                41
inv_1                 1
nor4_1                1
edfxtp_1             32
nor2b_1              33
and2_1                1
dlxtn_1              32
buf_2                 3
## power by group through the flow
stage	sequential [mW]	combinational [mW]	clock [mW]
4_1_cts	0.595	0.306	0.323
5_1_grt	0.599	0.329	0.339
6_report	0.594	0.300	0.308
## how the worst max path moves through the flow
stage	endpoint	slack, ns
final	s_axi_rdata[12]	1.16
after global routing	s_axi_rdata[9]	1.09
after CTS	s_axi_rdata[8]	1.15
## critical path: stages
cell and delay, ns:
clkdlybuf4s50_1 0.44, nand2b_1 0.11, and2_2 0.66
## area by class of cell
| cell class | count | area share, % |
|---|---|---|
| clock inverters | 2 | 0.1976 |
| inverters | 1 | 0.08467 |
| flip-flops and latches | 67 | 33.87 |
| multi-input cells | 174 | 26.28 |
| well taps | 129 | 3.641 |
| repair buffers | 154 | 34.38 |
| clock buffers | 5 | 1.552 |
## through the flow
| step | worst slack [ns] | hold slack (ns) | util (%) |
|---|---|---|---|
| after global routing | 1.085 | 0.5654 | 47.30 |
| final | 1.163 | 0.5359 | 47.30 |
| after global placement | 0.8490 | 0.5207 | 46.48 |
| after CTS | 1.146 | 0.5430 | 47.30 |
| after detailed placement | 0.8452 | 0.5328 | 46.48 |
| after floorplan | 0.9716 | 0.4390 | - |
## sequential cells by signal (all words and copies together), names as in the netlist
name,count
s_axi_bvalid,1
axi_awready,1
s_axi_rdata,32
pwm_period,32
s_axi_rvalid,1
## metal layers
| metal | GRT usage, % | vias to the layer above |
|---|---|---|
| met1 | 17.52 | 945 |
| met4 | 2.230 | 0 |
| li1 | - | 1084 |
| met5 | 0 | - |
| met2 | 22.61 | 109 |
| met3 | 3.526 | 7 |
Power figures rest on the tool's default switching activity, not on a simulated workload.
